===== flow/run.sh =====
#!/bin/bash
# OpenROAD 26Q1-2900-gdf79404cd8, Yosys 0.63+post, stock flow scripts
make -C /OpenROAD-flow-scripts/flow DESIGN_CONFIG=/design/flow/config.mk WORK_HOME=/design/flow/orfs finish

===== flow/config.mk =====
export PLATFORM = sky130hd
export DESIGN_NAME = Traffic_Light_Controller
export DESIGN_NICKNAME = Traffic_Light_Controller
export VERILOG_FILES = /design/flow/design.v
export SDC_FILE = /design/flow/constraint.sdc
export NUM_CORES = 4
export LEC_CHECK = 1
export CORE_AREA = 10 10 75 75
export DIE_AREA = 0 0 85 85

===== flow/constraint.sdc =====
current_design Traffic_Light_Controller

set clk_period 2.1
set clk_io_pct 0.2

create_clock -name clk0 -period $clk_period [get_ports {clk}]

set non_clock_inputs [all_inputs -no_clocks]
set_input_delay [expr $clk_period * $clk_io_pct] -clock clk0 $non_clock_inputs
set_output_delay [expr $clk_period * $clk_io_pct] -clock clk0 [all_outputs]

===== flow/design.v =====
 `timescale 1ns / 1ps
module Traffic_Light_Controller(
    input clk,rst,
    output reg [2:0]light_M1,
    output reg [2:0]light_S,
    output reg [2:0]light_MT,
    output reg [2:0]light_M2
    );
    parameter  S1=0, S2=1, S3 =2, S4=3, S5=4,S6=5;
    reg [3:0]count;
    reg[2:0] ps;
    parameter  sec7=7,sec5=5,sec2=2,sec3=3;
    always@(posedge clk or posedge rst)
        begin
        if(rst==1)
        begin
        ps<=S1;
        count<=0;
        end
        else
            case(ps)
                S1: if(count<sec7)
                        begin
                        ps<=S1;
                        count<=count+1;
                        end
                    else
                        begin
                        ps<=S2;
                        count<=0;
                        end
                S2: if(count<sec2)
                        begin
                        ps<=S2;
                        count<=count+1;
                        end
                    else
                        begin
                        ps<=S3;
                        count<=0;
                        end
                S3: if(count<sec5)
                        begin
                        ps<=S3;
                        count<=count+1;
                        end
                    else
                        begin
                        ps<=S4;
                        count<=0;
                        end
                S4:if(count<sec2)
                        begin
                        ps<=S4;
                        count<=count+1;
                        end
                    else
                        begin
                        ps<=S5;
                        count<=0;
                        end
                S5:if(count<sec3)
                        begin
                        ps<=S5;
                        count<=count+1;
                        end
                    else
                        begin
                        ps<=S6;
                        count<=0;
                        end
                S6:if(count<sec2)
                        begin
                        ps<=S6;
                        count<=count+1;
                        end
                    else
                        begin
                        ps<=S1;
                        count<=0;
                        end
                default: ps<=S1;
                endcase
            end   
            always@(ps)    
            begin
                case(ps)
                    S1:
                    begin
                       light_M1<=3'b001;
                       light_M2<=3'b001;
                       light_MT<=3'b100;
                       light_S<=3'b100;
                    end
                    S2:
                    begin 
                       light_M1<=3'b001;
                       light_M2<=3'b010;
                       light_MT<=3'b100;
                       light_S<=3'b100;
                    end
                    S3:
                    begin
                       light_M1<=3'b001;
                       light_M2<=3'b100;
                       light_MT<=3'b001;
                       light_S<=3'b100;
                    end
                    S4:
                    begin
                       light_M1<=3'b010;
                       light_M2<=3'b100;
                       light_MT<=3'b010;
                       light_S<=3'b100;
                    end
                    S5:
                    begin
                       light_M1<=3'b100;
                       light_M2<=3'b100;
                       light_MT<=3'b100;
                       light_S<=3'b001;
                    end
                    S6:
                    begin 
                       light_M1<=3'b100;
                       light_M2<=3'b100;
                       light_MT<=3'b100;
                       light_S<=3'b010;
                    end
                    default:
                    begin 
                       light_M1<=3'b000;
                       light_M2<=3'b000;
                       light_MT<=3'b000;
                       light_S<=3'b000;
                    end
                    endcase
            end                
endmodule

==> reports/metrics.yaml <==
power_and_ir_drop:
  netSwitchingFraction: 0.190
  total_power_mw: 0.405
  p_leak_nw: 0.417
  p_comb_frac: 0.014
  internal_power_mw: 0.328
  p_switching_mw: 0.0770
  power_density_mw_per_mm2: 447
  pwr-share-seq: 0.478
  p_clk_frac: 0.508
  vdd_drop_max_mv: 0.157
placement:
  place.port_buffers: 13
  dp_hpwl_mm: 1.18
  finalWeightedCongestion: 0.849
critical_path:
  end_kind: "output port"
  critPathMaxStageDelay_ps: 410
  worstPathArrival_ps: 1610
  path_class: "flip-flop to output port"
  crit_cells: 3
  worstPathCellList: "or2_4 > or3_1 > clkdlybuf4s50_1"
  r2r_cells: 5
  cp.buffers_inverters: 1
  crit_path_top_delay_cell: "clkdlybuf4s50_1"
  cpLargestDelayFamily: "simple AND/OR/NAND/NOR gates"
  start_kind: "flip-flop"
  worstPathMaxFanout: 4
  critPathRequiredTime_ps: 1680
clock_network:
  cts_made_buffers: 3
  clock_path_buffers: 2
  h-tree-depth: 1
  clkTransAtPathRegs_ps: 50
  cts_tree: "done"
  clock-sinks: 10
  postCtsHoldBufs: 0
  ctsRootBufferMaster: "clkbuf_8"
  insertion_delay_ps: 240
finish:
  area_growth_pct: 34.6
  drive_gt1_frac: 0.253
global_route:
  gr-usage-all-layers: 0.0445
  grt_pass1_vias: 587
  grt_pass1_wl_mm: 2.75
  antenna_found_initial: 0
  use_met2: 0.0674
  grtUsageMet1: 0.0564
  grt_overflow: 0
  busiest_layer: "met2"
  grt_max_degree: 12
  grtUsageMet3: 0.0222
drt:
  routed-via-count: 604
  drt-initial-drc-count: 49
  avgRoutedWirePerCell_microns: 12.2
  drt-pass1-iter-count: 4
  drcViolationCount: 0
  ant_nets: 0
  n_antenna_cell: 0
  routed_wl_mm: 1.72
  via_per_inst: 4.28
hold_path:
  hold_class: "input port to asynchronous set/reset pin"
status:
  status: "completed"
sta:
  hold_violations: 0
  setup_viol: 0
  period_used_share: 0.965
  tightest_slew_ps: 371
  drv_slew: 0
  fmax_mhz: 493
  fin_tns_setup_ps: 0
  period_needed_ps: 2030
  maxSlewHeadroom: 0.746
  grt_setup_unrepaired: "no"
  fin_skew_ps: 8.96
floorplan:
  rows: 23
  core_area_sq_mm: 0.00406
  die_w_microns: 85
  die_height_microns: 85
  ioPinCount: 14
  die_area_sq_mm: 0.00723
  fp-utilization: 0.166
run:
  max_cap_violations: 0
  openroad.warnings: 26
yosys:
  synth_area_sq_um: 673
  syn_avg_cell_area_sq_um: 8.74
  post-synth-top-area-cell: "dfrtp_1"
  area_leaders: "dfrtp_1 (33%), dfstp_2 (3.9%), nor2_1 (3.9%)"
  yosysSeqAreaShare: 0.374
  yosys_warnings: 1
  yosysTopAreaCellShare: 0.335
  top_cells_by_count: "dfrtp_1 (9), nor2_1 (7), clkbuf_1 (6), inv_1 (6)"
  edf_count: 0
  flop_cell: "dfrtp_1"
  yosys_cells: 77
  ys_area_sq_um: 673
  async_flop_share: 1.00
  most_common_cell: "dfrtp_1"
  synth_cells: 77
  synth_cell_types: 32
  synth_flops: 10
kinds of logic after synthesis:
family | synth area share
buffers and inverters | 0.136
AND-OR/OR-AND | 0.182
AND/OR/NAND/NOR | 0.257
adder cells (fa/ha/maj) | 0.0372
multiplexers | 0.0149
flip-flops | 0.374
placed cells by master, fill, tap and decap left out, types with 2 or more instances in the layout:
cell type / n
a21oi_1: 5
buf_4: 7
clkbuf_8: 3
clkdlybuf4s50_1: 11
dfrtp_1: 6
dfrtp_2: 3
dlymetal6s2s_1: 2
ha_1: 2
inv_1: 6
nand2_1: 5
nand2b_1: 2
nor2_1: 7
nor3_1: 5
o21ai_0: 4
o31ai_2: 2
or3_1: 2
or4_4: 2
state kept, by name (all words and copies together) (netlist names):
signal	count
count	4
ps	6
worst paths after layout:
| check | from | endpoint | slack [ps] |
|---|---|---|---|
| max | ps[4] | light_MT[2] | 70 |
| min | rst | count[0] | 470 |
| max reg2reg | count[1] | count[0] | 410 |
| min reg2reg | count[0] | count[0] | 540 |
| max in group asynchronous | rst | ps[0] | 1300 |
| min in group clk0 | count[0] | count[0] | 540 |
worst register-to-register path: cells and delay by family, from the launching register on:
| family | cells | cell delay [ps] |
|---|---|---|
| simple gates | 1 | 310 |
| compound gates | 3 | 550 |
| flops | 1 | 440 |
| fa+ha+maj | 1 | 300 |
layer usage:
layer  wire length [microns]  vias up
met2                     727       20
met5                       0        -
li1                        -      291
met1                     820      291
met4                      12        0
met3                     161        2
power groups by stage:
stage / clock (mW) / sequential [mW] / combinational [mW]
4_1_cts: 0.210 / 0.193 / 0.00596
5_1_grt: 0.222 / 0.193 / 0.00652
6_report: 0.206 / 0.193 / 0.00571
through the flow:
stage               worst slack, ps  utilization  area (sq um)  std cells  hold WS [ps]
global placement                183        0.198           805        131           505
CTS                            8.84        0.218           886        139           473
global route                   10.5        0.223           906        141           494
floorplan                       625            -           673         77           259
detailed placement              163        0.198           805        131           526
finish                         73.4        0.223           906        141           465
what timing repair did:
item                                    4_1_cts  5_1_grt
pin swaps                                     0        1
gates resized                                 4        2
setup buffers                                 4        2
endpoints found under the setup margin        3        3
area by class of cell:
cell class	count	area, sq um
clock buffers	4	45.0
flip-flops and latches	10	255
inverters	6	22.5
multi-input cells	51	333
well taps	50	62.6
repair buffers	20	188
fillers	426	3150
No activity file was given, so power comes from the tool's default toggle rates.
